$ cat design/flow/run.sh
#!/bin/bash
# OpenROAD 26Q1-2900-gdf79404cd8, Yosys 0.63+post, stock flow scripts
make -C /OpenROAD-flow-scripts/flow DESIGN_CONFIG=/design/flow/config.mk WORK_HOME=/design/flow/orfs finish
$ cat design/flow/constraint.sdc
current_design register_file

set clk_period 24.7
set clk_io_pct 0.2

create_clock -name clk0 -period $clk_period [get_ports {clock}]

set non_clock_inputs [all_inputs -no_clocks]
set_input_delay [expr $clk_period * $clk_io_pct] -clock clk0 $non_clock_inputs
set_output_delay [expr $clk_period * $clk_io_pct] -clock clk0 [all_outputs]
$ cat design/flow/config.mk
export PLATFORM = sky130hd
export DESIGN_NAME = register_file
export DESIGN_NICKNAME = register_file
export VERILOG_FILES = /design/flow/design.v
export SDC_FILE = /design/flow/constraint.sdc
export NUM_CORES = 4
export LEC_CHECK = 1
export CORE_UTILIZATION = 50
$ cat design/flow/design.v
module register_file
(
    input  clock,                                 
    input  reset,                                 
    input  reg_write,                             
    input  [4:0] reg_to_write,                    
    input  [31:0] write_data,                     
    input  [4:0]  reg_to_read_1, reg_to_read_2,   
    output [31:0] read_data_1, read_data_2        
);
    reg [31:0] registers [1:31];
    integer i;
    initial begin
        for (i = 1; i < 32; i = i + 1) begin
            registers[i] <= 0;
        end
    end
    always @(posedge clock) begin
        if (reset) begin
            for (i = 1; i < 32; i = i + 1) begin
                registers[i] <= 0;
            end
        end
        else begin
            if (reg_to_write != 0)
                registers[reg_to_write] <= (reg_write) ? write_data : registers[reg_to_write];
        end
    end
    assign read_data_1 = (reg_to_read_1 == 0) ? 32'h00000000 : registers[reg_to_read_1];
    assign read_data_2 = (reg_to_read_2 == 0) ? 32'h00000000 : registers[reg_to_read_2];
endmodule
==> reports/results.txt <==
NetSw: 0.00104 W
Clk pwr share: 39.2%
CP startpoint kind: input pin
Final tally of max-slew violations: 0
Clock Tree Buf Depth: 3
Crit Path Class: in -> out
Comb pwr share: 12.2%
FF+latch area: 30700 µm²
Launch point of the worst path: reg_to_read_2[1]
Slew at the pin closest to its max-slew limit: 1.07 ns
Grt met2 use: 52.1%
Fin crit period: 14.21 ns
Tool Warnings: 26
Synth Instances: 3500
CP dominant cell by count: buf_4
Asr flop ratio synth: 0%
Largest net degree at the start of global routing: 65
Setup Buffers After CTS: 0
Hold EP: registers[0][19]$_DFFE_PP_
Logic area: 22000 µm²
Sw Share: 24.6%
Met3 Resource Use GR: 26.9%
Mapped Area: 54200 µm²
Util after Layout: 56.3%
Status: complete, no violations
DRT antenna net count: 0
Delay-heaviest family, CP: buffers and inverters
Placer Congestion: 0.927
Die X: 331 µm
Min Hold Slack: 5.08 ns
Root buffer selected by CTS: clkbuf_16
Hold wc startpoint: write_data[19]
Internal power: 0.00319 W
First-pass GRT wire length: 256000 µm
Reg with most FFs: registers
YS chip area: 54200 µm²
Filler instances: 7945
Max-Cap Viols: 0
WL/cell: 35.5 µm
Sequential cell area fraction in the yosys report: 56.7%
Worst-path clk slew: 0.06 ns
Core area: 107000 µm²
Final wirelength: 178000 µm
Leakage: 20.7 nW
Crit-path max FO: 35
TritonCTS buffer count: 110
Syn avg cell area: 15.5 µm²
Synth-to-layout area growth: 11.5%
PortBufs: 113
DR iter-0 viols: 2100
Yosys cell count: 3500
Required time of the critical path: 19.76 ns
Vias in the first global route: 36600
Slowest stage cell, crit path: nor3_1
Final setup fails: 0
Die Ht: 331 µm
DP Wirelength: 106000 µm
H-Tree Depth: 3
FMAX: 70.4 MHz
FP Util: 50.5%
Vias per std cell: 6.50
Post-cts resize count: 0
Relative slew slack: 28.7%
Cell Type Count: 43
Remaining DRCs: 0
Hold depth: 2
Vias: 32700
Setup TNS: 0 ns
Std-Cell Rows: 120
Crit. End Element: output port
#FFs+latches synth: 1024
Die footprint: 110000 µm²
I/O Pins: 114
Crit-path cells: buf_4, buf_4, buf_4, and2_2, buf_4, a22o_1, a2111oi_1, nor3_1, clkdlybuf4s50_1
Worst Hold Class: in -> reg
Biggest cell delay along the critical path: 0.84 ns
Pwr dens: 70.0 nW/µm²
Worst vdd ir: 0.0616 mV
Hold Buf Count CTS: 0
Gr ovfl total: 0
Gr busiest metal: met2
Met1 Use GR: 45.0%
Final period utilization: 57.5%
CTS tree: built
Initial antenna violation count: 4
RSZ-0062 raised after global routing: false
Overall routing resource usage: 36.9%
CP arrival: 9.27 ns
Number of flip-flops in the largest register: 1024
DR pass1 iterations: 7
Top flop regs: registers: 1024 flops
EDFF count, synth: 1024
Syn. warnings: 1
Flop pwr share: 48.6%
Top_reg_cell synth: edfxtp_1
Sink Count: 1024
Share of cells above drive strength 1: 25.0%
Buf/Inv on CP: 5
Final Hold Vio Count: 0
## metrics by stage
stage | setup slack (ns) | std cells | total power [W] | instance area [µm²]
2_1_floorplan | 13.22 | 3531 | 0.00237 | 54300
3_3_place_gp | 10.56 | 4826 | 0.00259 | 56900
3_5_place_dp | 10.53 | 4826 | 0.00260 | 56900
4_1_cts | 10.53 | 5029 | 0.00425 | 60500
5_1_grt | 10.32 | 5029 | 0.00435 | 60500
6_report | 10.49 | 5033 | 0.00423 | 60500
## area by class of cell
| cell class | count | area share (%) |
|---|---|---|
| Antenna cell | 4 | 0.0165 |
| Clock buffer | 131 | 4.86 |
| Clock inverter | 72 | 1.08 |
| Inverter | 2 | 0.0124 |
| Multi-Input combinational cell | 2121 | 36.4 |
| Sequential cell | 1024 | 50.8 |
| Tap cell | 1403 | 2.90 |
| Timing Repair Buffer | 276 | 3.92 |
## layout by cell type (no fill, tap or decap), drive strengths merged, types with 2 or more instances in the layout
master         netlist  final
clkbuf             260    131
clkinv               0     53
and3                 3      3
or3                  2      2
mux2i              150    150
nor2                36     36
or3b                 4      4
a221oi               4      4
nand3                5      5
or2                 33     33
nand3b               5      5
a32o                 4      4
o21ai                4      4
nor4b                3      3
nand2                8      8
and2               995    995
nor4                 6      6
edfxtp            1024   1024
conb                 1     32
a22oi               16     16
o22ai              103    103
bufinv               0     11
inv                  2      5
nor2b               14     14
clkinvlp             0      5
diode                0      4
mux2                30     30
a21oi               12     12
buf                124    171
a22o                51     51
clkdlybuf4s50        0    105
nand2b               6      6
a211oi               7      7
a221o                2      2
nor3                54     54
mux4               472    472
a2111oi             55     55
## synth_stat cells, drive strengths merged (12+ instances only)
cell | number | area, µm²
a2111oi | 55 | 533
a21oi | 12 | 60.1
a22o | 51 | 447
a22oi | 16 | 120
and2 | 995 | 6220
buf | 124 | 808
clkbuf | 260 | 976
edfxtp | 1024 | 30700
mux2 | 30 | 338
mux2i | 150 | 1500
mux4 | 472 | 10600
nor2 | 36 | 135
nor2b | 14 | 87.6
nor3 | 54 | 270
o22ai | 103 | 644
or2 | 33 | 206
## cells by family after synthesis
| family | after synthesis | synth area share [%] |
|---|---|---|
| compound gates | 259 | 3.65 |
| other cells | 1 | 0.00692 |
| mux | 652 | 23.0 |
| flops | 1024 | 56.7 |
| buf+inv | 386 | 3.30 |
| simple gates | 1178 | 13.3 |
## worst max-delay path by stage
stage                endpoint  cells past startpoint
CTS           read_data_2[20]                      9
global route  read_data_2[20]                      9
finish        read_data_2[13]                      9
## routing by layer
layer	vias to the layer above	wire length (µm)	part of all wire [%]
met3	413	30800	17
met2	2651	82700	46
met4	10	9440	5.3
li1	13700	-	-
met5	-	193	0.11
met1	16000	55300	31
## power by group through the flow
stage	registers [W]	logic [W]	clock network (W)
after CTS	0.00206	0.000514	0.00168
after global routing	0.00207	0.000539	0.00174
final	0.00206	0.000517	0.00166
Power and IR drop assume default switching activity.
