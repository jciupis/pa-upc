**/design/flow/config.mk**
```make
export PLATFORM = sky130hd
export DESIGN_NAME = alu
export DESIGN_NICKNAME = alu
export VERILOG_FILES = /design/flow/design.v
export SDC_FILE = /design/flow/constraint.sdc
export NUM_CORES = 4
export LEC_CHECK = 1
export CORE_UTILIZATION = 40
```
**/design/flow/run.sh**
```bash
#!/bin/bash
# OpenROAD 26Q1-2900-gdf79404cd8, Yosys 0.63+post, stock flow scripts
make -C /OpenROAD-flow-scripts/flow DESIGN_CONFIG=/design/flow/config.mk WORK_HOME=/design/flow/orfs finish
```
**/design/flow/constraint.sdc**
```tcl
current_design alu

set clk_period 20.4
set clk_io_pct 0.2

create_clock -name clk0 -period $clk_period

set non_clock_inputs [all_inputs -no_clocks]
set_input_delay [expr $clk_period * $clk_io_pct] -clock clk0 $non_clock_inputs
set_output_delay [expr $clk_period * $clk_io_pct] -clock clk0 [all_outputs]
```
**/design/flow/design.v**
```verilog
module alu
(
    input [6:0] opcode,        
    input [31:0] A, B,         
    output equal,              
    output reg [31:0] result   
);
    wire [31:0] add_result = A + B;
    wire [31:0] sub_result = A - B;
    wire [63:0] mul_result = A * B;
    assign equal = (A == B);
    always @(*) begin
        case (opcode)
            6'b00_0001 : result <= sub_result;
            6'b00_0010 : result <= mul_result[31:0];
            default : result <= add_result;
        endcase
    end
endmodule
```
==> run summary <==
Data arrival, critical path: 12,550 ps
via density per instance: 5.40
count of vias placed by the detailed router: 15,814
combined area of all synthesized cells: 19,400 sq um
category of the most critical setup path: input port to output port
combinational family with the most area after synthesis: adder cells
FA/HA/MAJ Cells, Area Fraction: 54.4%
worst min-delay path startpoint: opcode[1]
OpenROAD warning count: 63
leading post-synthesis cells by instance count: sky130_fd_sc_hd__inv_1, sky130_fd_sc_hd__fa_1, sky130_fd_sc_hd__and2_1
fp util: 40.5%
post-synthesis simple-gate area fraction: 18.5%
met3 Resource Use GR: 9.47%
area of the multi-input gates: 17,200 sq um
end point of the most critical hold path: result[0]
First DRT Iteration DRCs: 897
Die Footprint: 49,300 sq um
Max transition margin: 38.1%
number of resized instances in the post-cts repair step: 0
core region area: 47,700 sq um
top cell type's share of synthesized area: 42.4%
max-slew violation total from the final report: 0
number of buffers added on ports: 104
number of antenna violations at the first check in global routing: 2
Final ANT Viol Nets: 0
Final TNS setup: 0 ps
final cell count without fillers: 2,926
diode count: 0
worst hold path class: input port to output port
result of the run: complete, no violations
yosys stat cell total: 2,275
met1 demand-to-capacity share in global routing: 37.4%
count of synthesis-stage warnings from yosys: 1
average footprint of a synthesized cell: 8.51 sq um
Syn-to-layout area delta: 8.87%
RSZ-0062 raised after global routing: false
cell type contributing the most total cell area after synthesis: sky130_fd_sc_hd__fa_1
Inst Count DP: 2,926
# clk buffers: 0
wire per inst: 21.4 microns
routing layer with the top usage in global route: met2
grt total ovfl: 0
wire length of the first global-routing pass: 99.2 mm
wirelength, routed: 62.5 mm
Max-cap violations: 0
synthesized netlist cell count: 2,275
vias in the first global route: 17,233
Util after Layout: 44.1%
number of filler cells placed in the layout: 4,591
final worst slack: 3770 ps
largest cells by area after synthesis: sky130_fd_sc_hd__fa_1, sky130_fd_sc_hd__ha_1, sky130_fd_sc_hd__inv_1, sky130_fd_sc_hd__and2_1, sky130_fd_sc_hd__nand2_1
highest fanout seen on the critical path: 18
GR met2 Demand/Resource: 44.6%
fraction of final layout cells with drive strength greater than 1: 3.50%
category of the worst setup path capture point: output port
post-CTS setup-driven buffer insertion count: 0
iteration tally of the first detailed-router pass: 5
shortest clock period the worst path allows after layout: 16,630 ps
height of the die: 222 microns
hold buffer count at cts: 0
post-route clock period utilization: 81.5%
chip area in the Yosys report: 19,400 sq um
gp weighted congestion: 0.955
startpoint type of the worst setup path: input port
global router's overall resource usage: 28.1%
Seq share, synth: 0%
Worst Hold Slack: 9550 ps
post-synthesis share of cell area spent on xor and xnor gates: 4.07%
row count: 80
drc violations: 0
Reg area: 0 sq um
synthesized-area fraction occupied by ao, oa, aoi and oai cells: 11.9%
largest net degree at the start of global routing: 32
required time at the endpoint of the critical path: 16,320 ps
detailed placement HPWL: 48.4 mm
FFs & Latches: 0
ports placed on the boundary: 104
cell depth of the worst hold path: 5
Setup WS pre-CTS: 3810 ps
total count of hold-check failures in the final report: 0
top-count cell post-synth: sky130_fd_sc_hd__inv_1
maximum frequency from static timing analysis: 60.1 MHz
measured slew at the worst slew-check pin: 925 ps
count of distinct cell types in the synthesized netlist: 79
Die Width: 222 microns
number of setup violations in the final report: 0
multiplexer fraction of the synthesized cell area: 0.0517%
-- cells in the final DEF (no fill, tap or decap), types with 5 or more instances in the layout --
| cell type | netlist | routed |
|---|---|---|
| sky130_fd_sc_hd__o22ai_1 | 21 | 21 |
| sky130_fd_sc_hd__a21oi_1 | 62 | 62 |
| sky130_fd_sc_hd__a221oi_1 | 15 | 15 |
| sky130_fd_sc_hd__xor2_1 | 23 | 23 |
| sky130_fd_sc_hd__and3_1 | 5 | 5 |
| sky130_fd_sc_hd__a31oi_1 | 6 | 6 |
| sky130_fd_sc_hd__xnor2_1 | 67 | 67 |
| sky130_fd_sc_hd__o21ai_1 | 14 | 14 |
| sky130_fd_sc_hd__clkdlybuf4s50_1 | 0 | 104 |
| sky130_fd_sc_hd__o221a_2 | 6 | 6 |
| sky130_fd_sc_hd__nor2b_1 | 14 | 14 |
| sky130_fd_sc_hd__a211oi_1 | 7 | 7 |
| sky130_fd_sc_hd__a22o_1 | 5 | 5 |
| sky130_fd_sc_hd__o221ai_1 | 10 | 10 |
| sky130_fd_sc_hd__nand4_1 | 8 | 8 |
| sky130_fd_sc_hd__nand2b_1 | 14 | 14 |
| sky130_fd_sc_hd__o21bai_1 | 17 | 17 |
| sky130_fd_sc_hd__nand2_1 | 243 | 243 |
| sky130_fd_sc_hd__o21ai_0 | 41 | 41 |
| sky130_fd_sc_hd__nor3_1 | 18 | 18 |
| sky130_fd_sc_hd__or3_1 | 7 | 7 |
| sky130_fd_sc_hd__o31ai_1 | 6 | 6 |
| sky130_fd_sc_hd__fa_1 | 410 | 410 |
| sky130_fd_sc_hd__and2_1 | 261 | 261 |
| sky130_fd_sc_hd__buf_4 | 0 | 47 |
| sky130_fd_sc_hd__o211ai_1 | 5 | 5 |
| sky130_fd_sc_hd__nand3_1 | 12 | 12 |
| sky130_fd_sc_hd__nor2_1 | 101 | 100 |
| sky130_fd_sc_hd__ha_1 | 185 | 185 |
| sky130_fd_sc_hd__inv_1 | 442 | 442 |
| sky130_fd_sc_hd__o21a_1 | 9 | 9 |
| sky130_fd_sc_hd__a221o_1 | 12 | 12 |
| sky130_fd_sc_hd__a21o_1 | 26 | 26 |
-- cell type report --
type                            count  share of cell area (%)
Multi-Input combinational cell   1713                    81.8
Inverter                          447                    7.96
Timing Repair Buffer              151                    6.61
Tap cell                          615                    3.65
-- per-layer routing --
| layer | part of all wire (%) | vias up |
|---|---|---|
| li1 | - | 7173 |
| met4 | 3.9 | 2 |
| met3 | 9.4 | 122 |
| met1 | 39 | 7842 |
| met2 | 48 | 675 |
| met5 | 0.093 | - |
-- worst max path at each step --
stage | start | endpoint | slack, ps | cells after the start
CTS | A[16] | result[31] | 3790 | 25
global route | A[16] | result[31] | 3370 | 25
finish | A[16] | result[31] | 3770 | 25
-- cell families (layout without fill, tap and decap cells) --
logic type / after synthesis / in the layout
xor gates and xnor gates: 90 / 90
adders and majority gates: 595 / 595
muxes: 1 / 1
AOI/OAI and AO/OA: 317 / 317
buffers and inverters: 562 / 598
and+or+nand+nor: 710 / 710
-- critical path, stage by stage --
cell                              delay [ps]
sky130_fd_sc_hd__clkdlybuf4s50_1         910
sky130_fd_sc_hd__and2_1                  390
sky130_fd_sc_hd__fa_1                    540
sky130_fd_sc_hd__inv_1                    50
sky130_fd_sc_hd__fa_1                    490
sky130_fd_sc_hd__fa_1                    450
sky130_fd_sc_hd__fa_1                    550
sky130_fd_sc_hd__inv_1                    50
sky130_fd_sc_hd__fa_1                    490
sky130_fd_sc_hd__inv_1                    50
sky130_fd_sc_hd__fa_1                    520
sky130_fd_sc_hd__inv_1                    50
sky130_fd_sc_hd__fa_1                    380
sky130_fd_sc_hd__fa_1                    470
sky130_fd_sc_hd__ha_1                    410
sky130_fd_sc_hd__nand4_1                 210
sky130_fd_sc_hd__nor2_1                  130
sky130_fd_sc_hd__nand4_1                 140
sky130_fd_sc_hd__a211oi_1                600
sky130_fd_sc_hd__o41ai_2                 170
sky130_fd_sc_hd__o21ai_1                 260
sky130_fd_sc_hd__a31oi_1                 140
sky130_fd_sc_hd__xnor2_1                 330
sky130_fd_sc_hd__a221o_1                 210
sky130_fd_sc_hd__clkdlybuf4s50_1         460
-- per-stage QoR --
| step | area, sq um |
|---|---|
| 5_1_grt | 21100 |
| 3_3_place_gp | 21100 |
| 3_5_place_dp | 21100 |
| 2_1_floorplan | 19400 |
| 4_1_cts | 21100 |
| 6_report | 21100 |
