==> ./design.v <==
module decode_to_execute
(
    input clock,                       
    input reset,                       
    input [31:0] d_pc,                 
    input [6:0]  d_opcode,             
    input [4:0]  d_dst_reg,            
    input [4:0]  d_src_reg_1,          
    input [4:0]  d_src_reg_2,          
    input [31:0] d_mem_offset,         
    input [31:0] d_brn_offset,         
    input [19:0] d_jmp_offset,         
    input [31:0] d_read_data_1,        
    input [31:0] d_read_data_2,        
    input        d_alu_imm_src,        
    input        d_mem_read,           
    input        d_mem_write,          
    input        d_mem_byte,           
    input        d_reg_write,          
    input        d_mem_to_reg,         
    input        d_stall,              
    input             x_stall,         
    output reg [31:0] x_pc,            
    output reg [6:0]  x_opcode,        
    output reg [4:0]  x_dst_reg,       
    output reg [4:0]  x_src_reg_1,     
    output reg [4:0]  x_src_reg_2,     
    output reg [31:0] x_mem_offset,    
    output reg [31:0] x_brn_offset,    
    output reg [19:0] x_jmp_offset,    
    output reg [31:0] x_read_data_1,   
    output reg [31:0] x_read_data_2,   
    output reg        x_alu_imm_src,   
    output reg        x_mem_read,      
    output reg        x_mem_write,     
    output reg        x_mem_byte,      
    output reg        x_reg_write,     
    output reg        x_mem_to_reg     
);
    always @(posedge clock) begin
        x_pc          <= (reset) ? 31'b0 : (x_stall ? x_pc                            : d_pc);
        x_opcode      <= (reset) ?  7'b0 : (x_stall ? x_opcode      : (d_stall ? 7'b0 : d_opcode));
        x_dst_reg     <= (reset) ?  6'b0 : (x_stall ? x_dst_reg                       : d_dst_reg);
        x_src_reg_1   <= (reset) ?  6'b0 : (x_stall ? x_src_reg_1                     : d_src_reg_1);
        x_src_reg_2   <= (reset) ?  6'b0 : (x_stall ? x_src_reg_2                     : d_src_reg_2);
        x_mem_offset  <= (reset) ? 32'b0 : (x_stall ? x_mem_offset                    : d_mem_offset);
        x_brn_offset  <= (reset) ? 32'b0 : (x_stall ? x_brn_offset                    : d_brn_offset);
        x_jmp_offset  <= (reset) ? 20'b0 : (x_stall ? x_jmp_offset                    : d_jmp_offset);
        x_read_data_1 <= (reset) ? 32'b0 : (x_stall ? x_read_data_1                   : d_read_data_1);
        x_read_data_2 <= (reset) ? 32'b0 : (x_stall ? x_read_data_2                   : d_read_data_2);
        x_alu_imm_src <= (reset) ?  1'b0 : (x_stall ? x_alu_imm_src                   : d_alu_imm_src);
        x_mem_read    <= (reset) ?  1'b0 : (x_stall ? x_mem_read    : (d_stall ? 1'b0 : d_mem_read));
        x_mem_write   <= (reset) ?  1'b0 : (x_stall ? x_mem_write   : (d_stall ? 1'b0 : d_mem_write));
        x_mem_byte    <= (reset) ?  1'b0 : (x_stall ? x_mem_byte                      : d_mem_byte);
        x_reg_write   <= (reset) ?  1'b0 : (x_stall ? x_reg_write   : (d_stall ? 1'b0 : d_reg_write));
        x_mem_to_reg  <= (reset) ?  1'b0 : (x_stall ? x_mem_to_reg                    : d_mem_to_reg);
    end
endmodule
==> ./run.sh <==
#!/bin/bash
# OpenROAD 26Q1-2900-gdf79404cd8, Yosys 0.63+post, stock flow scripts
make -C /OpenROAD-flow-scripts/flow DESIGN_CONFIG=/design/flow/config.mk WORK_HOME=/design/flow/orfs finish
==> ./config.mk <==
export PLATFORM = sky130hd
export DESIGN_NAME = decode_to_execute
export DESIGN_NICKNAME = decode_to_execute
export VERILOG_FILES = /design/flow/design.v
export SDC_FILE = /design/flow/constraint.sdc
export NUM_CORES = 4
export LEC_CHECK = 1
export CORE_AREA = 10 10 216 216
export DIE_AREA = 0 0 226 226
==> ./constraint.sdc <==
current_design decode_to_execute

set clk_period 1.0
set clk_io_pct 0.2

create_clock -name clk0 -period $clk_period [get_ports {clock}]

set non_clock_inputs [all_inputs -no_clocks]
set_input_delay [expr $clk_period * $clk_io_pct] -clock clk0 $non_clock_inputs
set_output_delay [expr $clk_period * $clk_io_pct] -clock clk0 [all_outputs]
==> results.txt <==
Flow results are below.

- The run finished, with violations left.
- The final reports fail on negative setup slack.
- The total global routing overflow is 0, for reference.
- After layout, the worst path uses 117% of the clock period.
- The cell type with the largest total area is sky130_fd_sc_hd__dfxtp_1, for reference.
- Warnings reported by Yosys during synthesis add up to 1.
- The switching power is 0.00452 W, for reference.
- The post-placement cell area is 0.0123 mm^2.
- For this run, the chip area from Yosys synthesis comes to 0.00734 mm^2.
- In the final run the clock tree shows a worst skew of 0 ns.
- The root buffer cell chosen for the clock tree is sky130_fd_sc_hd__clkbuf_16.
- The script computed the net switching share of total power as 22.0%.
- The share of synthesized cell area in and, or, nand and nor gates is 11.6%, for reference.
- The tally of filler cells in the layout is 4,263, for reference.
- The skew report gives the latency at the later pin of the worst-skew pair as 0.52 ns.
- In the floorplan report the effective utilization is 17.5%.
- The number of setup violations in the final report is 208, for reference.
- The stage logs contain a warning count of 28.
- Once detailed placement completed, the half-perimeter wirelength came to 20,200 um.
- In this run, placement finished with an instance count of 1,630.
- The worst setup path is captured at an output port.
- The worst slew margin relative to its limit is 75.7%, for reference.
- The xor/xnor share of the synthesized area is 0%, for reference.
- The total buffers and inverters traversed by the critical path is 1, for reference.
- The register bit count reported by yosys is 208, for reference.
- The sequential fraction of the synthesis area is 56.7%, for reference.
- Per the final timing report, the hold violations number 0.
- The floorplan step set the die height to 226 um.
- Using the TritonRoute via totals, the vias-per-cell ratio works out to 3.74.
- Setup repair after global routing could not meet its margin everywhere.
- The power density relative to cell area is 1620 mW/mm^2, for reference.
- The worst hold-check slack is 0.0351 ns, for reference.
- In the Yosys stats the netlist draws on 14 distinct library cells.
- The die is 226 um wide.
- Synthesis handed over a netlist of 684 instances.
- The critical path arrival is 0.97 ns, for reference.
- The critical path is of the reg -> out type.
- Data on the critical path is required at its endpoint by 0.80 ns.
- The yosys stat cell total is 684, for reference.
- The total inserted antenna cells is 0, for reference.
- The cell-mix breakdown from Yosys lists the adder-cell area share as 0%.
- The share of synthesized area spent on multiplexers is 27.0%, for reference.
- Entering global routing, the biggest net connects 32 pins.
- The final weighted congestion recorded by global placement is 0.782.
- The sequential cell fraction of total power is 44.4%, for reference.
- The clock slew at the register clock pins of the worst setup and hold paths is 0.06 ns, for reference.
- The pin slew with the least headroom to its limit is 0.364 ns, for reference.
- The synthesized area is 0.00734 mm^2, for reference.
- Total global-route track usage over all layers is 9.83%.
- Timing would allow up to 855 MHz.
- The number of cells in the finished layout apart from fillers is 1,677, for reference.
- The capture point of the worst reg-to-reg path is x_dst_reg[1], for reference.
- The CTS log lists the clock sinks for this run as 208.
- The detail route stage leaves a number of antenna-violating nets equal to 0.
- The beginning of the worst register-to-register path is x_dst_reg[1], for reference.
- The number of primary I/O pins is 420, for reference.
- The number of cells on the worst hold path is 3, for reference.
- The TritonCTS clock tree is yes, for reference.
- The via count of the first global-routing pass is 6,707, for reference.
- The initial antenna violation count is 0.
- The share of cells above drive strength 1 is 43.8%, for reference.
- The area fraction in compound gates is 0.835%, for reference.
- The critical path goes through buf_2.
- The first routing iteration left 175 violations.
- The clock passes through at most 3 buffers.
- The total number of H-tree levels is 1, for reference.
- Per the STA report, the cell with the highest stage delay on the worst path is sky130_fd_sc_hd__dfxtp_2.
- The core region area is 0.0419 mm^2, for reference.
- The final max-slew violation count recorded for this run is 0.
- The first global-routing pass estimated 39,300 um of wire.
- According to the hold report, the worst path is of the in -> reg type.
- The signed area change from the synthesized netlist to the final layout is 72.5%, for reference.
- The CTS report gives the tree buffer count as 24.
- Of all nets on the critical path, the largest fanout is 2.
- In this run the tool buffered the top-level ports with 419 buffer cells.
- The slack of the worst reg-to-reg path is 0.15 ns, for reference.
- The peak supply drop is 1160 uV, for reference.
- The layout stage reports a final design area of 0.0127 mm^2.
- The total die area is 0.0511 mm^2, for reference.
- The run reported a max-capacitance violation count of 0.
- Internal power comes to 0.0160 W.
- The pre-CTS worst setup slack is -0.287 ns, for reference.
- In this run the mean area of a mapped cell was 10.7 um^2.
- The cell class contributing the biggest share of worst-path delay is flip-flops, for reference.
- For this run, the slowest stage of the critical path takes 0.35 ns.
- The detailed-route wire length is 26,400 um, for reference.
- After layout, the worst setup slack is -0.170 ns.
- The row count is 75, for reference.
- The sum of internal, switching and leakage power is 0.0205 W, for reference.
- After synthesis, the cell types taking the most area are sky130_fd_sc_hd__dfxtp_1, sky130_fd_sc_hd__mux2i_1, sky130_fd_sc_hd__nor2_1, sky130_fd_sc_hd__buf_4, sky130_fd_sc_hd__nand2b_1.
- The STA report counts the stages on the worst setup path as 1.
- The launch point of the worst hold path is x_stall, for reference.
- The hold buffer count at CTS is 0, for reference.
- The proportion of power drawn by combinational gates is 13.2%, for reference.
- The leakage power total is 5.95 nW, for reference.
- The count of vias placed by the detailed router is 6,279, for reference.
- The DRC violation total left in the routed layout is recorded as 0.
- For this run, the detailed router's first-pass iteration total came to 4.
- The endpoint with the worst hold slack is x_opcode[5], for reference.
- The number of cells on the worst reg-to-reg path is 4, for reference.
- After synthesis, the largest area contributor takes up 56.7% of total cell area.
- In this run, the clock network consumes 42.5% of the power.
- The nature of the critical path startpoint is a flip-flop, for reference.
- The dominant kind of combinational cell is multiplexers, for reference.
- The smallest clock period supported by the final layout is computed as 1.17 ns.
- The routed length per instance is 15.7 um, for reference.
Yosys cell counts:
master / n
sky130_fd_sc_hd__dfxtp_1: 208
sky130_fd_sc_hd__buf_6: 1
sky130_fd_sc_hd__o22ai_1: 9
sky130_fd_sc_hd__a21oi_1: 1
sky130_fd_sc_hd__buf_4: 21
sky130_fd_sc_hd__buf_2: 8
sky130_fd_sc_hd__buf_1: 5
sky130_fd_sc_hd__or2_1: 1
sky130_fd_sc_hd__mux2i_1: 198
sky130_fd_sc_hd__nand2b_1: 9
sky130_fd_sc_hd__nand2_1: 10
sky130_fd_sc_hd__nor2_1: 198
sky130_fd_sc_hd__clkbuf_1: 14
sky130_fd_sc_hd__or3b_1: 1
layer usage:
layer | global-route usage [%] | up-vias | wire (um)
met5 | 0 | - | 0
met4 | 1.96 | 0 | 566
met3 | 5.14 | 31 | 3540
met2 | 16.6 | 282 | 12400
met1 | 10.8 | 2818 | 9920
li1 | - | 3148 | -
logic make-up after synthesis:
family,count (synthesis)
AND/OR/NAND/NOR,219
flip-flops,208
multiplexers,198
buffers and inverters,49
AND-OR/OR-AND,10
cell type report:
class	count	area [um^2]	area share, %
Clock inverter	5	77.6	0.613
Multi-Input combinational cell	427	2900	22.9
Timing Repair Buffer	464	3880	30.6
Clock buffer	34	709	5.60
Tap cell	539	674	5.33
Sequential cell	208	4420	34.9
what timing repair did:
| action | CTS | global route |
|---|---|---|
| setup buffers | 4 | 4 |
| gates resized | 915 | 18 |
| gates cloned | 0 | 0 |
| endpoints found under the setup margin | 208 | 208 |
| pin swaps | 0 | 0 |
through the flow:
stage	util, %	TNS, ns
after global placement	29.4	-24.99
after floorplan	-	-0.0647
after CTS	29.8	-37.75
after detailed placement	29.4	-27.89
final	30.2	-29.34
after global routing	30.2	-39.64
worst max path at each step:
stage                from              end
5_1_grt   x_jmp_offset[8]  x_jmp_offset[8]
6_report  x_jmp_offset[8]  x_jmp_offset[8]
4_1_cts   x_jmp_offset[8]  x_jmp_offset[8]
power by group through the flow:
stage                 clock network, W  logic (W)  registers [W]
final                          0.00873    0.00270        0.00912
after global routing           0.00941    0.00297        0.00918
after CTS                      0.00908    0.00271        0.00911
layout by cell type (no fill, tap or decap), types with 2 or more instances in the layout:
cell / n
sky130_fd_sc_hd__nor2_1: 198
sky130_fd_sc_hd__buf_2: 169
sky130_fd_sc_hd__nand2b_1: 9
sky130_fd_sc_hd__clkinv_2: 2
sky130_fd_sc_hd__buf_6: 40
sky130_fd_sc_hd__mux2i_1: 198
sky130_fd_sc_hd__buf_12: 11
sky130_fd_sc_hd__buf_4: 34
sky130_fd_sc_hd__nand2_1: 10
sky130_fd_sc_hd__bufinv_16: 2
sky130_fd_sc_hd__clkdlybuf4s50_1: 209
sky130_fd_sc_hd__o22ai_1: 9
sky130_fd_sc_hd__clkbuf_1: 4
sky130_fd_sc_hd__clkbuf_8: 5
sky130_fd_sc_hd__dfxtp_2: 208
sky130_fd_sc_hd__clkbuf_16: 25
Power is estimated from default activity; no workload was simulated.
